[design/flow/run.sh]
#!/bin/bash
# OpenROAD 26Q1-2900-gdf79404cd8, Yosys 0.63+post, stock flow scripts
make -C /OpenROAD-flow-scripts/flow DESIGN_CONFIG=/design/flow/config.mk WORK_HOME=/design/flow/orfs finish
[design/flow/config.mk]
export PLATFORM = sky130hd
export DESIGN_NAME = modul_PS2
export DESIGN_NICKNAME = modul_PS2
export VERILOG_FILES = /design/flow/design.v
export SDC_FILE = /design/flow/constraint.sdc
export NUM_CORES = 4
export LEC_CHECK = 1
export CORE_AREA = 10 10 86 86
export DIE_AREA = 0 0 96 96
[design/flow/constraint.sdc]
current_design modul_PS2

set clk_period 1.3
set clk_io_pct 0.2

create_clock -name clk0 -period $clk_period [get_ports {SCL}]
create_clock -name clk1 -period $clk_period [get_ports {clk}]

set non_clock_inputs [all_inputs -no_clocks]
set_input_delay [expr $clk_period * $clk_io_pct] -clock clk0 $non_clock_inputs
set_output_delay [expr $clk_period * $clk_io_pct] -clock clk0 [all_outputs]
[design/flow/design.v]
module modul_PS2 (input SCL,
						input SDA,
						input clk,
						output reg [2:0] direction,
						output reg [7:0] data_out,
						output reg [10:0] data_out_reg,
						output reg data_valid, data_ack);
						reg [2:0] last_direction;
						reg [3:0] bit_counter=0;
						parameter w=3'b011,a=3'b010,s=3'b001,d=3'b000, rst=3'b100;
						initial
						begin
							direction=s;
							last_direction=s;
						end
						always@(negedge SCL)
						begin
							data_out_reg[10:0]<={SDA, data_out_reg[10:1]};
							if(bit_counter==10)
							begin
								data_ack<=1;
								bit_counter<=0;
							end
							else begin
								bit_counter<=bit_counter+1;
								data_ack<=0;
							end
						end
						always@(posedge clk)
						begin
							if(data_ack==1)
								data_valid<=1;
							if(data_valid)
							begin
								data_out<=data_out_reg[8:1];
								case(data_out)
								8'h1D:
								begin
									if(last_direction!=s)
									begin
										direction<=w;
										last_direction<=direction;
									end
									else if(last_direction==s)
									direction<=last_direction;
								end
								8'h1C:
								begin
									if(last_direction!=d)
									begin
										direction<=a;
										last_direction<=direction;
									end
									else if(last_direction==d)
									direction<=last_direction;
								end
								8'h1B:
								begin
									if(last_direction!=w)
									begin
										direction<=s;
										last_direction<=direction;
									end
									else if(last_direction==w)
									direction<=last_direction;
								end
								8'h23:
								begin
									if(last_direction!=a)
									begin
										direction<=d;
										last_direction<=direction;
									end
									else if(last_direction==a)
									direction<=last_direction;
								end
								8'h29: direction<=rst;
								default: direction<=direction; 
								endcase
							end
						end
endmodule
==> impl_metrics.py <==
# Flow results
metrics = {
    "synthesis": {
        "synth_chip_area_sq_um": 1044,
        "synthCells": 82,
        "postSynthAreaPerCell_sq_um": 12.73,
        "ys_warn_count": 1,
        "ys_seq_elements": 30,
        "yosys.area.top_type": "dfxtp_1",
        "top_area_share_pct": 46.04,
        "ys_seq_share_pct": 63.31,
        "yosys_cells": 82,
        "synth_cell_type_count": 36,
        "ys_top_cells_by_area": "dfxtp_1 (46%), edfxtp_1 (17%), ha_1 (2.4%)",
        "netlist_area_sq_um": 1044,
    },
    "detailed_routing": {
        "drt-initial-drc-count": 18,
        "num_antenna_cells": 0,
        "avgRoutedWirePerCell_microns": 11.80,
        "wirelength_mm": 2.654,
        "drc": 0,
        "num_vias": 885,
        "ant_nets": 0,
        "vias_per_cell": 3.933,
        "dr.pass1.iters": 4,
    },
    "pwr": {
        "power.total_w": 0.002119,
        "pwr-share-comb_pct": 7.2,
        "powerDensity_nw_per_um2": 1173,
        "ir_drop_v": 0.0008851,
        "p_int_w": 0.001627,
        "switching_share_pct": 23.19,
        "clkPwrFrac_pct": 44.7,
        "seqPwrFrac_pct": 48.1,
        "switchingPower_w": 0.0004914,
        "leakage_nw": 0.8288,
    },
    "hold_path": {
        "hp-start": "data_out_reg[2]",
        "whs_endpoint": "data_out_reg[1]",
        "hp-class": "flop to flop",
        "hold_depth": 0,
    },
    "critical_path": {
        "critPathKind": "flop to output pin",
        "rr_endpoint": "direction[1]",
        "cp.buffers_inverters": 1,
        "cp_top_family": "flip-flops",
        "cpPeakStageDelay_ns": 0.31,
        "reg2reg_slack_ns": -0.28,
        "start_kind": "flop",
        "slowest_stage": "dfxtp_2",
        "worstRegToRegCells": 3,
        "endpoint_kind": "output pin",
        "crit_fanout": 2,
        "cp_cell_sequence": "buf_2",
        "worst_ep_required_time_ns": 1.04,
        "timing.rr.start": "data_out[0]",
        "path_depth": 1,
        "cp.arrival_ns": 1.39,
    },
    "timing": {
        "finalSetupViolations": 20,
        "fin_hold_ws_ns": 0.3402,
        "grt_setup_unrepaired": "true",
        "worstMarginPinSlew_ns": 0.5006,
        "finalHoldViolCount": 0,
        "finClkSkew_ns": 0.01300,
        "slew_headroom_pct": 66.16,
        "final_max_slew_viol_count": 0,
        "setup_ws_ns": -0.3472,
    },
    "clocking": {
        "cts_tree": "built",
        "path_clk_slew_ns": 0.04,
        "cts_hold_buffers": 0,
        "cts.sinks": 30,
    },
    "global_routing": {
        "grt_overflow": 0,
        "grt_pass1_vias": 989,
        "grt_first_pass_wirelength_mm": 4.291,
        "antenna_found_initial": 0,
        "grt_max_degree": 9,
        "track_usage_pct": 5.890,
    },
    "floorplan": {
        "num_io_pins": 27,
        "initCoreUtil_pct": 18.83,
        "fp-row-count": 27,
        "dieArea_sq_um": 9216,
        "die_h_microns": 96,
        "chipWidth_microns": 96,
        "core-area_sq_um": 5540,
    },
    "placed_design": {
        "dp_cells": 193,
        "finalWeightedCongestion": 0.8067,
        "io_buffer_count": 24,
        "place_area_sq_um": 1540,
        "hpwlAfterDp_mm": 1.872,
    },
    "final_layout": {
        "area_growth_pct": 73.02,
        "final_cell_area_sq_um": 1805,
        "regArea_sq_um": 695.7,
        "fill_cells": 565,
        "drive_above_1_share_pct": 50.98,
        "largest_reg_flops": 19,
        "combGateArea_sq_um": 451.7,
        "stdcell_count": 225,
    },
    "job": {
        "tool_warnings": 46,
        "maxCapViolCount": 0,
    },
    "status": {
        "status": "complete, but fails checks",
        "violations": "setup timing",
    },
}
==> power by group through the flow <==
stage | Sequential [W] | Clock (W) | Combinational, W
after CTS | 0.00102 | 0.000987 | 0.000144
after global routing | 0.00102 | 0.00109 | 0.000166
final | 0.00102 | 0.000947 | 0.000153
==> logic make-up (layout without fill, tap and decap cells) <==
kind of cell	count (synthesis)	in the layout	synth area share (%)
AOI/OAI and AO/OA	11	11	9.833
xor gates and xnor gates	3	3	2.518
buffers and inverters	5	76	2.159
and+or+nand+nor	30	30	19.43
DFF	30	30	63.31
other	1	1	0.3594
adders and majority gates	2	2	2.398
==> synth_stat cells <==
cell	instances
inv_1	2
nor2_1	6
and3_1	1
o211ai_1	1
nand2_1	2
and4b_1	2
and3b_1	1
o31a_1	1
nor4b_1	2
clkbuf_1	2
dfxtp_1	24
or4b_1	1
nor4b_2	1
ha_1	2
a31o_2	1
nor2b_1	3
or3_1	1
o311a_1	1
edfxtp_1	6
o2111ai_1	1
nand3_1	2
buf_4	1
nor4_1	1
a221oi_1	1
conb_1	1
nor3b_1	2
a41o_2	1
xnor2_1	2
and2_1	1
nor4bb_1	2
xor2_1	1
o21a_1	1
nand2b_1	2
a21o_1	1
o2111a_1	1
o31ai_2	1
==> cell type report <==
| cell class | instances | share of cell area [%] |
|---|---|---|
| Inverter | 1 | 0.2079 |
| Sequential cell | 30 | 38.53 |
| Multi-Input combinational cell | 47 | 25.02 |
| Timing Repair Buffer | 52 | 22.59 |
| Clock buffer | 7 | 5.336 |
| Clock inverter | 16 | 3.326 |
| Tap cell | 72 | 4.990 |
==> layer usage <==
metal,GRT usage (%),part of all wire [%],vias up
li1,-,-,443
met5,0,0,-
met3,3.695,7.5,0
met4,1.843,0,0
met1,6.953,45,415
met2,8.688,47,27
==> worst max-delay path by stage <==
stage                      startpoint              end  slack, ns
after global routing  data_out_reg[1]  data_out_reg[1]      -0.39
final                 data_out_reg[3]  data_out_reg[3]      -0.35
after CTS             data_out_reg[5]  data_out_reg[5]      -0.35
==> timing repair <==
action,4_1_cts,5_1_grt
buffers inserted,9,1
pin swaps,6,5
setup endpoints to repair,31,21
gates resized,80,7
==> layout by cell type, fill, tap and decap left out, drive strengths merged, types with 2 or more instances in the layout <==
master and count:
and4b 2, buf 41, clkbuf 7, dfxtp 24, dlygate4sd2 10, edfxtp 6, ha 2, inv 17
nand2 2, nand2b 2, nand3 2, nor2 6, nor2b 3, nor3b 2, nor4b 3, nor4bb 2
xnor2 2
==> metrics by stage <==
stage	utilization [%]	setup WS, ns	setup TNS [ns]
after global routing	32.59	-0.3851	-6.722
after global placement	27.80	-0.4225	-6.825
final	32.59	-0.3472	-5.714
after detailed placement	27.80	-0.4240	-6.961
after floorplan	-	-0.2013	-0.8532
after CTS	31.64	-0.3529	-5.890
Power is estimated from default activity; no workload was simulated.
