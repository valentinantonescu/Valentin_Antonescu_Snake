File: run.sh
#!/bin/bash
# OpenROAD 26Q1-2900-gdf79404cd8, Yosys 0.63+post, stock flow scripts
make -C /OpenROAD-flow-scripts/flow DESIGN_CONFIG=/design/flow/config.mk WORK_HOME=/design/flow/orfs finish
File: config.mk
export PLATFORM = sky130hd
export DESIGN_NAME = transcodor
export DESIGN_NICKNAME = transcodor
export VERILOG_FILES = /design/flow/design.v
export SDC_FILE = /design/flow/constraint.sdc
export NUM_CORES = 4
export LEC_CHECK = 1
export CORE_AREA = 10 10 77 77
export DIE_AREA = 0 0 87 87
File: constraint.sdc
current_design transcodor

set clk_period 3.3
set clk_io_pct 0.2

create_clock -name clk0 -period $clk_period

set non_clock_inputs [all_inputs -no_clocks]
set_input_delay [expr $clk_period * $clk_io_pct] -clock clk0 $non_clock_inputs
set_output_delay [expr $clk_period * $clk_io_pct] -clock clk0 [all_outputs]
File: design.v
module transcodor (input [6:0] s,
						 output reg [13:0] q);
			always@(s)
				case(s)
					  0: q=14'b10000001000000;
					  1: q=14'b10000001111001;
					  2: q=14'b10000000100100;
					  3: q=14'b10000000110000;
					  4: q=14'b10000000011001;
					  5: q=14'b10000000010010;
					  6: q=14'b10000000000010;
					  7: q=14'b10000001111000;
					  8: q=14'b10000000000000;
					  9: q=14'b10000000010000;
					  10: q=14'b11110011000000;
					  11: q=14'b11110011111001;
					  12: q=14'b11110010100100;
					  13: q=14'b11110010110000;
					  14: q=14'b11110010011001;
					  15: q=14'b11110010010010;
					  16: q=14'b11110010000010;
					  17: q=14'b11110011111000;
					  18: q=14'b11110010000000;
					  19: q=14'b11110010010000;
					  20: q=14'b01001001000000;
					  21: q=14'b01001001111001;
					  22: q=14'b01001000100100;
					  23: q=14'b01001000110000;
					  24: q=14'b01001000011001;
					  25: q=14'b01001000010010;
					  26: q=14'b01001000000010;
					  27: q=14'b01001001111000;
					  28: q=14'b01001000000000;
					  29: q=14'b01001000010000;
					  30: q=14'b01100001000000;
					  31: q=14'b01100001111001;
					  32: q=14'b01100000100100;
					  33: q=14'b01100000110000;
					  34: q=14'b01100000011001;
					  35: q=14'b01100000010010;
					  36: q=14'b01100000000010;
					  37: q=14'b01100001111000;
					  38: q=14'b01100000000000;
					  39: q=14'b01100000010000;
					  40: q=14'b00110011000000;
					  41: q=14'b00110011111001;
					  42: q=14'b00110010100100;
					  43: q=14'b00110010110000;
					  44: q=14'b00110010011001;
					  45: q=14'b00110010010010;
					  46: q=14'b00110010000010;
					  47: q=14'b00110011111000;
					  48: q=14'b00110010000000;
					  49: q=14'b00110010010000;
					  50: q=14'b00100101000000;
					  51: q=14'b00100101111001;
					  52: q=14'b00100100100100;
					  53: q=14'b00100100110000;
					  54: q=14'b00100100011001;
					  55: q=14'b00100100010010;
					  56: q=14'b00100100000010;
					  57: q=14'b00100101111000;
					  58: q=14'b00100100000000;
					  59: q=14'b00100100010000;
					  60: q=14'b00000101000000;
					  61: q=14'b00000101111001;
					  62: q=14'b00000100100100;
					  63: q=14'b00000100110000;
					  default:
					  q=14'b10000001111001;
				endcase
endmodule
==> flow_metrics.tcl <==
# flow metrics
set metrics [dict create \
    design_area_sq_um 1448 \
    synthCells 134 \
    dp_hpwl_microns 2473 \
    cp_cell_sequence "clkdlybuf4s50_1 -> clkinv_1 -> buf_4 -> a21oi_1 -> a21oi_1 -> o211ai_1 -> clkdlybuf4s50_1" \
    wl_microns 3312 \
    dp_cells 229 \
    regArea_sq_um 0 \
    hold_depth 5 \
    worstHoldEndpoint "q[2]" \
    setup_violations 0 \
    via_count 1176 \
    yosysUniqueCellTypes 39 \
    ys_chip_area_sq_um 874.6 \
    placed_area_sq_um 1373 \
    synth_area_sq_um 874.6 \
    min-delay-start "s[4]" \
    fin_crit_ns 3.141 \
    overflow 0 \
    drive_gt1_frac 0.3000 \
    drc 0 \
    fmax_mhz 318.4 \
    path_class "in2out" \
    logic_area_sq_um 793.3 \
    min_path_type "in2out" \
    fin_ws_ns 0.1591 \
    power_density_nw_per_um2 128.4 \
    ys_warn_count 1 \
    maxSlewViolCount 0 \
    die_y_microns 87 \
    status "completed" \
    flop-count 0 \
    n_clock_buffer 0 \
    grt_max_degree 19 \
    hold_viol 0 \
    drv_cap 0 \
    grt.total_usage 0.08835 \
    yosysSeqAreaShare 0 \
    maxSlewHeadroom 0.6370 \
    grt_pass1_vias 1103 \
    gp_congestion 0.9076 \
    ios 21 \
    wl_per_cell_microns 14.28 \
    critical-path-slowest-cell "clkdlybuf4s50_1" \
    filler_cell_count 451 \
    crit_arrival_ns 2.48 \
    slowest_delay_ns 0.54 \
    postSynthAreaPerCell_sq_um 6.527 \
    diodes 0 \
    synthToLayoutAreaGrowth_pct 65.52 \
    chip_area_sq_um 7569 \
    min_period_over_period 0.9518 \
    drt_iter0_drc 96 \
    initCoreUtil 0.2009 \
    ys_cells 134 \
    worstMarginPinSlew_ns 0.5428 \
    layout.cells.non_filler 232 \
    routed_via_density 5.069 \
    ant_nets 0 \
    end_kind "primary output" \
    top_cell_area_share 0.08584 \
    irDropWorstVdd_uv 37.71 \
    required_ns 2.64 \
    dp_slack_ns -0.1781 \
    power.total_mw 0.1858 \
    hold_slack_ns 1.910 \
    post-synth-top-count-cell "nand2_1" \
    top_cells_by_area "ha_1 (8.6%), a21oi_1 (7.4%), mux2i_1 (6.9%)" \
    core_sq_um 4354 \
    rows 24 \
    synth_top_cell_by_area "ha_1" \
    io_buffers 21 \
    grt_pass1_wl_microns 5589 \
    antenna_found_initial 0 \
    crit_path_start_kind "input port" \
    warnings 37 \
    fin_util 0.3325 \
    yosys-top-cells-count "nand2_1 (15), a21oi_1 (13), nor2_1 (9)" \
    die-width_microns 87 \
    hold_buffers 0 \
    setup-tns-final_ns 0 \
    first_pass_iters 4 \
    p_leak_nw 0.6268 \
    path_max_fanout 9 \
]
worst max-delay path: cells and delay by family:
family | cells | cell delay [ns]
buf+inv | 4 | 1.36
compound gates | 3 | 0.48
cells in the final DEF, fill, tap and decap left out, types with 3 or more instances in the layout:
master,n
o31ai_1,3
nand2_1,15
buf_4,35
o21ai_1,3
nand2b_1,5
clkdlybuf4s50_1,13
a221oi_1,3
nor2_1,8
nand3_1,3
nor3_1,4
a21oi_1,13
o2111ai_1,3
o21ai_0,7
ha_1,5
o211ai_1,5
mux2i_1,6
dlymetal6s2s_1,4
worst max path at each step:
stage | from | to | slack (ns)
after global routing | s[3] | q[0] | -0.0001
final | s[3] | q[0] | 0.16
after CTS | s[4] | q[7] | 0.009
where the power goes:
group / switching, mW / internal [mW]
Combinational: 0.0829 / 0.103
Clock: 0 / 0
Sequential: 0 / 0
Total: 0.0829 / 0.103
what timing repair did:
action | 4_1_cts | 5_1_grt
pin swaps | 1 | 4
gates resized | 6 | 14
setup buffers | 1 | 1
endpoints found under the setup margin | 7 | 9
gates cloned | 1 | 0
kinds of logic after synthesis:
family	Yosys count	synth area share
adder cells (fa/ha/maj)	6	0.08583
multiplexers	11	0.1631
AND/OR/NAND/NOR	45	0.2461
buffers and inverters	21	0.1130
XOR/XNOR	2	0.02003
AND-OR/OR-AND	49	0.3720
per-layer routing:
layer,routed length (microns),vias up,global-route usage
li1,-,598,-
met1,1534,555,0.1277
met2,1592,23,0.1426
met3,184,0,0.01038
met4,0,0,0.005891
met5,0,-,0
layout make-up:
cell class                      instances  area share
Inverter                                7     0.02074
Tap cell                               52     0.04494
Timing Repair Buffer                   60      0.3863
Multi-Input combinational cell        113      0.5480
Power figures rest on the tool's default switching activity, not on a simulated workload.
