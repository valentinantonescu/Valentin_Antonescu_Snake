--- design/flow/design.v ---
module update_clk(input clk,
						input [6:0] speed,
						output reg update);
	reg [21:0] counter=0;
	wire [21:0] counter_stop=3700000;
	always@(posedge clk)
	begin
		counter <= counter+1;
		if(counter == counter_stop-(speed*20000))
		begin
			update <= ~update;
			counter <= 0;
		end
	end
endmodule
--- design/flow/run.sh ---
#!/bin/bash
# OpenROAD 26Q1-2900-gdf79404cd8, Yosys 0.63+post, stock flow scripts
make -C /OpenROAD-flow-scripts/flow DESIGN_CONFIG=/design/flow/config.mk WORK_HOME=/design/flow/orfs finish
--- design/flow/config.mk ---
export PLATFORM = sky130hd
export DESIGN_NAME = update_clk
export DESIGN_NICKNAME = update_clk
export VERILOG_FILES = /design/flow/design.v
export SDC_FILE = /design/flow/constraint.sdc
export NUM_CORES = 4
export LEC_CHECK = 1
export CORE_UTILIZATION = 30
--- design/flow/constraint.sdc ---
current_design update_clk

set clk_period 10.0
set clk_io_pct 0.2

create_clock -name clk0 -period $clk_period [get_ports {clk}]

set non_clock_inputs [all_inputs -no_clocks]
set_input_delay [expr $clk_period * $clk_io_pct] -clock clk0 $non_clock_inputs
set_output_delay [expr $clk_period * $clk_io_pct] -clock clk0 [all_outputs]
==> metrics.cfg <==
[outcome]
run_status = complete, no violations

[min_path]
hold_path_class = reg2reg

[route]
route.detailed.drc = 0
drtAntennaViolNets = 0
vias = 2128
first_pass_iters = 4
drtIter0Drc = 73
vias_per_cell = 4.93
avgRoutedWirePerCell_um = 11.7
antenna-diode-count = 0
drt-total-wl_mm = 5.04

[timing]
fin_crit_sh_pct = 72.2
grt_setup_unrepaired = no
timing.fmax_mhz = 139
worst_pin_slew_ns = 0.473
hold_viol_final = 0
relSlewSlack_pct = 68.3
setup_violations = 0
tns_ns = 0
fin_worst_skew_ns = 0.00357
timing.final.crit_period_ns = 7.22
finalMaxSlewViolations = 0

[power]
power.density_nw_per_um2 = 196
intPower_uw = 324
clockPowerShare_pct = 9.3
switching_share_pct = 45.7
p_seq_share_pct = 21.7
combPwrFrac_pct = 69.0
p_leak_nw = 1.26
switchingPower_uw = 273
ir_drop_uv = 140

[clocking]
cts_tree = built
clock-root-buffer = clkbuf_8
clockBufferDepth = 2
path_clk_slew_ns = 0.08
postCtsHoldBufs = 0
cts_buffers = 3
ctsResizeCount = 0
htreeDepth = 1
postCtsSetupRepairBufs = 0
cts_sinks = 23
worstSkewPairLatency_ns = 0.26

[job]
cap_violations = 0
warnings = 29

[floorplan]
dieArea_um2 = 9770
design.core.area_um2 = 8890
io_pins = 9
rows = 34
die_h_um = 98.8
fp.dieW_um = 98.8
fp_util_pct = 31.6

[yosys]
yosys_warnings = 1
synthTopCellsByArea = ha_1, dfxtp_1, xnor2_1
ys_cells = 318
flop_cell = dfxtp_1
yosysChipArea_um2 = 2810
postSynthCellCount = 318
yosysMostFrequentCell = ha_1
syn_area_um2 = 2810
ys_seq_elements = 23
synthArstFlopShare_pct = 0
postSynthSeqShare_pct = 16.7
top_cells_by_count = ha_1, xnor2_1, dfxtp_1, inv_1, nor2_2
top_area_share_pct = 18.2
edf_count = 1
yosysUniqueCellTypes = 62
top_area_cell = ha_1
avgSynthCellArea_um2 = 8.84

[placed_design]
portBuffers = 8
place_area_um2 = 2990
gp_congestion = 0.880
dp_hpwl_mm = 4.27

[worst_setup_path]
crit_slowest_cell = clkdlybuf4s50_1
worstPathRequired_ns = 9.93
cp_common_cell = ha_1
cp_num_buf_inv = 4
crit_arrival_ns = 7.15
crit_chain = clkdlybuf4s50_1 > inv_1 > ha_1 > ha_1 > ha_1 > ha_1 > inv_1 > fa_1 > nand2b_1 > a211oi_2 > o21ai_0 > a21oi_2 > and4_1 > a22oi_1 > or3_1 > a2111oi_4 > buf_4
cp_max_fo = 21
startpoint_type = input port
critPathTopFamily = adder cells
path_class = in2reg
critPathMaxStageDelay_ns = 0.71
end_kind = flop

[global_routing]
antenna_found_initial = 0
grt_pass1_vias = 2041
grt_pass1_wl_mm = 9.37
gr-total-overflow = 0
grt_max_degree = 22
track_usage_pct = 11.7

[final_layout]
fin_area_um2 = 3040
drive_above_1_share_pct = 12.3
syn_to_final_growth_pct = 8.05

[metrics by stage]
step           cells  worst slack, ns  total power, mW  utilization [%]  hold WS (ns)
2_1_floorplan    318             3.66            0.473                -         0.440
3_3_place_gp     428             2.55            0.542             33.7         0.461
3_5_place_dp     428             2.51            0.543             33.7         0.460
4_1_cts          432             2.79            0.602             34.2         0.474
5_1_grt          432             2.49            0.662             34.2         0.535
6_report         432             2.78            0.596             34.2         0.479
[power by group through the flow]
stage,Combinational [mW],Clock [mW],Sequential (mW)
finish,0.411,0.0553,0.130
global route,0.465,0.0630,0.134
CTS,0.413,0.0588,0.130
[layout by cell type (no fill, tap or decap), types with 2 or more instances in the layout]
cell type and count:
a21oi_2 2, a22oi_1 2, o21ai_0 4, nand3_1 15, or3_1 4, ha_1 41, dfxtp_1 22, and2_1 6
nand4_1 5, a21oi_1 10, and4b_1 2, xor2_1 18, nand2b_1 4, nand2_1 13, nor2_1 12, nor2b_1 7
a211oi_1 5, nor2_2 20, nand4b_1 3, clkbuf_8 3, xnor2_1 25, a21o_1 2, inv_1 22, mux2i_1 3
nor3_1 7, fa_1 8, o2111ai_1 2, o211ai_1 5, or4_4 2, and3_1 8, clkdlybuf4s50_1 8, nor4_1 3
[final cells by class]
type / instances / area, um2
clock inverter: 1 / 5.00
timing repair buffer: 9 / 87.6
tap: 108 / 135
sequential: 23 / 470
inverter: 22 / 82.6
multi-input combinational: 266 / 2220
clock buffer: 3 / 41.3
fill: 887 / 5850
[metal layers]
layer / track usage, % / part of all wire (%)
met5: 0 / 0
met4: 1.15 / 0.65
met3: 1.37 / 2.0
met2: 19.0 / 46
met1: 17.5 / 52
[state kept, by name (all words and copies together) (netlist names)]
register	cells
counter	22
update	1
[final timing paths]
kind / startpoint / to / cells after the start / slack, ns
setup / recovery: speed[1] / update / 17 / 2.78
hold / removal: counter[4] / counter[4] / 1 / 0.48
setup reg to reg: counter[0] / update / 8 / 6.90
hold reg to reg: counter[4] / counter[4] / 1 / 0.48
[worst register-to-register path, stage by stage (launching register included)]
cell and delay, ns:
dfxtp_1 0.36, inv_1 0.07, ha_1 0.13, or4b_2 0.61
nor4_1 0.31, o2111ai_1 0.21, or4_4 0.53, a2111oi_4 0.19
buf_4 0.37
[cell families (layout without fill, tap and decap cells)]
group | count (synthesis) | in the layout | share of synthesized area, %
simple gates | 121 | 121 | 25.9
fa+ha+maj | 49 | 49 | 23.9
compound gates | 48 | 48 | 13.3
xor+xnor | 44 | 44 | 14.2
buf+inv | 29 | 35 | 4.45
flops | 23 | 23 | 16.7
mux | 4 | 4 | 1.47
Power and IR drop assume default switching activity.
